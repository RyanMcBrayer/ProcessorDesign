## ./design.v

```verilog
module btr(in, out);
input [15:0] in;
output [15:0] out;
assign out = {in[0],in[1],in[2],in[3],in[4],in[5],in[6],in[7],in[8],in[9],in[10],in[11],in[12],in[13],in[14],in[15]};
endmodule
module decoder3_8(S, Out, err);
input [2:0] S;
output [7:0] Out;
output err;
assign Out = (S == 3'b000) ? 8'h01 :
			 (S == 3'b001) ? 8'h02 :
			 (S == 3'b010) ? 8'h04 :
			 (S == 3'b011) ? 8'h08 :
			 (S == 3'b100) ? 8'h10 :
			 (S == 3'b101) ? 8'h20 :
			 (S == 3'b110) ? 8'h40 :
			 (S == 3'b111) ? 8'h80 : 8'h00;
assign err = (Out == 8'h00) ? 1'b1 : 1'b0;
endmodule
module dff_16bit(q, d, clk, rst);
    output     [15:0] q;
    input      [15:0] d;
    input          clk;
    input          rst;
    reg        [15:0] state;
    assign #(1) q = state;
    always @(posedge clk) begin
      state = rst? 0 : d;
    end
endmodule
module extend5_16(In, Out, sign);
input sign;
input [4:0] In;
output [15:0] Out;
assign Out = (sign == 1) ? ((In[4] == 1'b1) ? {11'h7FF,In} : {11'h000,In}) : {11'h000,In};
endmodule
module extend8_16(In, Out, sign);
input sign;
input [7:0] In;
output [15:0] Out;
assign Out = (sign == 1) ? ((In[7] == 1'b1) ? {8'hFF,In} : {8'h00,In}) : {8'h00,In};
endmodule
module mux2_1_16b(A, B, S, Out);
input [15:0] A;
input [15:0] B;
input S;
output [15:0] Out;
assign Out = S ? A : B;
endmodule
module mux2_1_3b(A, B, S, Out);
input [2:0] A;
input [2:0] B;
input S;
output [2:0] Out;
assign Out = S ? A : B;
endmodule
module mux8_1_16b(S, In1, In2, In3, In4, In5, In6, In7, In8, Out, err);
input [2:0] S;
input [15:0] In1;
input [15:0] In2;
input [15:0] In3;
input [15:0] In4;
input [15:0] In5;
input [15:0] In6;
input [15:0] In7;
input [15:0] In8;
output [15:0] Out;
output err;
assign Out = (S == 3'b000) ? In1 :
			 (S == 3'b001) ? In2 :
			 (S == 3'b010) ? In3 :
			 (S == 3'b011) ? In4 :
			 (S == 3'b100) ? In5 :
			 (S == 3'b101) ? In6 :
			 (S == 3'b110) ? In7 :
			 (S == 3'b111) ? In8 : 16'hFFFF;
assign err = (Out == 16'hFFFF) ? 1'b1 : 1'b0;
endmodule
module or_16bit(a, b, out);
input [15:0] a;
input [15:0] b;
output [15:0] out;
or or1(out[0], a[0], b[0]);
or or2(out[1], a[1], b[1]);
or or3(out[2], a[2], b[2]);
or or4(out[3], a[3], b[3]);
or or5(out[4], a[4], b[4]);
or or6(out[5], a[5], b[5]);
or or7(out[6], a[6], b[6]);
or or8(out[7], a[7], b[7]);
or or9(out[8], a[8], b[8]);
or or10(out[9], a[9], b[9]);
or or11(out[10], a[10], b[10]);
or or12(out[11], a[11], b[11]);
or or13(out[12], a[12], b[12]);
or or14(out[13], a[13], b[13]);
or or15(out[14], a[14], b[14]);
or or16(out[15], a[15], b[15]);
endmodule
module proc_decode(instr, regWrite, regDst, signExtend, writeDataIn, upperDest, read_data1, read_data2, extendOut, lbi, slbi, btr, incPC, pc_r7, clk, rst, err);
input clk, rst, regWrite, regDst, signExtend, upperDest, lbi, slbi, btr, pc_r7;
input [15:0] incPC;
input [15:0] instr;
input [15:0] writeDataIn;
output [15:0] read_data1;
output [15:0] read_data2;
output [15:0] extendOut;
output err;
wire [2:0] WRS1;
wire [2:0] WRS2;
wire [2:0] WRS3;
wire [15:0] imm_byte;
wire [15:0] writeBack1;
wire [15:0] writeData;
wire [15:0] slbi_byte;
wire [15:0] btr_result;
mux2_1_3b RegDstMux(.A(instr[4:2]), .B(instr[7:5]), .S(regDst), .Out(WRS1));
mux2_1_3b upperSelect(.A(instr[10:8]), .B(WRS1), .S(upperDest), .Out(WRS2));
mux2_1_3b write_to_r7(.A(3'b111), .B(WRS2), .S(pc_r7), .Out(WRS3));
rf RegisterFile(.read1data(read_data1), .read2data(read_data2), .err(err), .clk(clk), .rst(rst), .read1regsel(instr[10:8]),
					.read2regsel(instr[7:5]), .writeregsel(WRS3), .writedata(writeData), .write(regWrite));
extend5_16 extenstionUnit(.In(instr[4:0]), .Out(extendOut), .sign(signExtend)); 
extend8_16 byte_immediate(.In(instr[7:0]), .Out(imm_byte), .sign(signExtend));
or_16bit or_16bit(.a(writeDataIn), .b(imm_byte), .out(slbi_byte));
btr BTR(.in(read_data1), .out(btr_result));
write_back_mux write_data_select(.writeDataIn(writeDataIn), .lbiIn(imm_byte), .slbiIn(slbi_byte), .btrIn(btr_result), .lbi(lbi), .slbi(slbi), .btr(btr), .out(writeBack1));
mux2_1_16b jump_incPC(.A(incPC), .B(writeBack1), .S(pc_r7), .Out(writeData));
endmodule
module reg_16bit(writedata, clk, rst, WE, readdata);
input [15:0] writedata;
input clk, rst, WE;
output [15:0] readdata;
wire [15:0] mux1_2Out;
mux2_1_16b write_select_mux(.A(writedata), .B(readdata), .S(WE), .Out(mux1_2Out));
dff_16bit dff_16b(.q(readdata), .d(mux1_2Out), .clk(clk), .rst(rst));
endmodule
module rf (
           read1data, read2data, err,
           clk, rst, read1regsel, read2regsel, writeregsel, writedata, write
           );
   input clk, rst;
   input [2:0] read1regsel;
   input [2:0] read2regsel;
   input [2:0] writeregsel;
   input [15:0] writedata;
   input        write;
   output [15:0] read1data;
   output [15:0] read2data;
   output        err;
   wire [7:0] WE; 
   wire [7:0] write_enable; 
   wire [15:0] R0_data;
   wire [15:0] R1_data;
   wire [15:0] R2_data;
   wire [15:0] R3_data;
   wire [15:0] R4_data;
   wire [15:0] R5_data;
   wire [15:0] R6_data;
   wire [15:0] R7_data;
decoder3_8 WriteSelect(.S(writeregsel), .Out(WE), .err(err));
and and1(write_enable[0], WE[0], write);
and and2(write_enable[1], WE[1], write);
and and3(write_enable[2], WE[2], write);
and and4(write_enable[3], WE[3], write);
and and5(write_enable[4], WE[4], write);
and and6(write_enable[5], WE[5], write);
and and7(write_enable[6], WE[6], write);
and and8(write_enable[7], WE[7], write);
reg_16bit R0(.writedata(writedata), .clk(clk), .rst(rst), .WE(write_enable[0]), .readdata(R0_data));
reg_16bit R1(.writedata(writedata), .clk(clk), .rst(rst), .WE(write_enable[1]), .readdata(R1_data));
reg_16bit R2(.writedata(writedata), .clk(clk), .rst(rst), .WE(write_enable[2]), .readdata(R2_data));
reg_16bit R3(.writedata(writedata), .clk(clk), .rst(rst), .WE(write_enable[3]), .readdata(R3_data));
reg_16bit R4(.writedata(writedata), .clk(clk), .rst(rst), .WE(write_enable[4]), .readdata(R4_data));
reg_16bit R5(.writedata(writedata), .clk(clk), .rst(rst), .WE(write_enable[5]), .readdata(R5_data));
reg_16bit R6(.writedata(writedata), .clk(clk), .rst(rst), .WE(write_enable[6]), .readdata(R6_data));
reg_16bit R7(.writedata(writedata), .clk(clk), .rst(rst), .WE(write_enable[7]), .readdata(R7_data));
mux8_1_16b RD1(.S(read1regsel), .In1(R0_data), .In2(R1_data), .In3(R2_data), .In4(R3_data), .In5(R4_data), .In6(R5_data), .In7(R6_data), .In8(R7_data), .err(err), .Out(read1data));
mux8_1_16b RD2(.S(read2regsel), .In1(R0_data), .In2(R1_data), .In3(R2_data), .In4(R3_data), .In5(R4_data), .In6(R5_data), .In7(R6_data), .In8(R7_data), .err(err), .Out(read2data));
endmodule
module write_back_mux(writeDataIn, lbiIn, slbiIn, btrIn, lbi, slbi, btr, out);
input lbi, slbi, btr;
input [15:0] writeDataIn;
input [15:0] lbiIn;
input [15:0] slbiIn;
input [15:0] btrIn;
output [15:0] out;
assign out = btr ? btrIn : slbi ? slbiIn : lbi ? lbiIn : writeDataIn;
endmodule
```

## ./config.mk

```make
export PLATFORM = sky130hd
export DESIGN_NAME = proc_decode
export DESIGN_NICKNAME = proc_decode
export VERILOG_FILES = /design/flow/design.v
export SDC_FILE = /design/flow/constraint.sdc
export NUM_CORES = 4
export LEC_CHECK = 1
export CORE_UTILIZATION = 50
```

## ./run.sh

```bash
#!/bin/bash
# OpenROAD 26Q1-2900-gdf79404cd8, Yosys 0.63+post, stock flow scripts
make -C /OpenROAD-flow-scripts/flow DESIGN_CONFIG=/design/flow/config.mk WORK_HOME=/design/flow/orfs finish
```

## ./constraint.sdc

```tcl
current_design proc_decode

set clk_period 4.5
set clk_io_pct 0.2

create_clock -name clk0 -period $clk_period [get_ports {clk}]

set non_clock_inputs [all_inputs -no_clocks]
set_input_delay [expr $clk_period * $clk_io_pct] -clock clk0 $non_clock_inputs
set_output_delay [expr $clk_period * $clk_io_pct] -clock clk0 [all_outputs]
```

==> impl_metrics.toml <==
# generated from flow reports
[status]
outcome = "completed"

[layout]
fillers = 1123
mi_logic_area_sq_mm = 0.00452
most-common-layout-cells = "128 x dfxtp_1, 103 x nor2_1, 96 x clkdlybuf4s50_1"
layout-drive-gt1-share = 0.190
register_area_sq_mm = 0.00256
layout.core_utilization = 0.631
layout_top_cell_excl_fill_tap = "dfxtp_1"
flow.area_growth_from_synthesis_pct = 21.8
finalInstanceArea_sq_mm = 0.00928

[critical_path]
worstSetupEndpointType = "output port"
path_max_fanout = 42
crit-reg2reg-capture = "RegisterFile.R6.dff_16b.state[9]"
start_kind = "input pin"
r2r_slack_ns = 2.54
reg2reg_from = "RegisterFile.R7.dff_16b.state[6]"
arrival_ns = 3.24
critPathRequiredTime_ns = 3.60
worstSetupPathType = "input pin to output port"
rr_worst_depth = 6

[timing]
fin_crit_sh = 0.920
min_period_ns = 4.14
maxSlewViolCount = 0
setup_repair_after_global_routing_missed_its_margin = "false"
relSlewSlack = 0.454
timing.final.hold_violations = 0
setup-tns-final_ns = 0
worst_skew_ns = 0.00823
setup-violations-final = 0
actual_transition_at_the_worst_max_transition_pin_ns = 0.808
max_clock_freq_mhz = 242

[floorplanning]
std_cell_rows = 44
core_region_area_sq_mm = 0.0147
fp.dieArea_sq_mm = 0.0157
die_height_um = 125
fp.dieW_um = 125
initCoreUtil = 0.518
top_level_ports = 107

[logic_synthesis]
post_synth.cell_area_avg_sq_um = 8.85
netlist_instances = 861
synth_warnings = 2
seq_area_frac_synth = 0.336
synth-edff-count = 0
post_synthesis_cell_area_sq_mm = 0.00762
postSynth.topFlopCell = "dfxtp_1"
yosys.cell_types.count = 65
yosys_cells = 861
ys_ff = 128
synthArstFlopShare = 0
yosysChipArea_sq_mm = 0.00762

[worst_hold_path]
hold_depth = 2
hold_path.startpoint = "RegisterFile.R7.dff_16b.state[11]"
min-delay-path-class = "register to register"
holdPathEnd = "RegisterFile.R7.dff_16b.state[11]"

[detailed_routing]
drc = 0
routedWlPerCell_um = 21.9
drt_pre_antenna_iters = 28
dr.first_iter.drc_count = 468
route.antenna.diode_count = 0
ant_nets = 0
vias_per_cell = 6.29
via_count = 7041
finalWirelength_um = 24500

[flow_run]
cap_violations = 0
warning_count = 31

[cts]
tritoncts = "yes"
postCtsSetupBuffers = 0
cts.root.buffer_cell = "clkbuf_16"
cts_resized = 0
cts_max_path_buffers = 2
clock_tree.htree_level_count = 4
holdBufCountCts = 0
clock.latency.late_pin_ns = 0.41
cts-buffers-inserted = 17
clkSinkCount = 128
cts.reportedPaths.clkPinSlew_ns = 0.06

[pwr]
pwr_density_cell_mw_per_mm2 = 338
vdd.ir_drop.worst_uv = 316
cellLeakagePower_uw = 0.00326

[global_routing]
number_of_global_route_vias_before_repair = 6668
antenna_found_initial = 0
global_route_wire_length_before_repair_um = 38800
grt_max_degree = 57
grt_remaining_overflow = 0
grt_usage = 0.334

[placed_design]
quantity_of_i_o_buffers_inserted_on_ports = 100
detailedPlacementHpwl_um = 16900
placedInstanceArea_sq_mm = 0.00867
routabilityCongestion = 0.953
[power breakdown]
group / switching [uW] / leakage, uW / total [uW] / internal, uW
sequential: 26.8 / 0.00104 / 1200 / 1170
combinational: 291 / 0.00193 / 529 / 237
clock: 519 / 0.000286 / 1400 / 886
[critical path, stage by stage]
cell and delay [ns]:
clkdlybuf4s50_1 0.50, buf_12 0.23, and2_0 0.43, a22oi_1 0.16, a31oi_1 0.33, or2_2 0.19, clkdlybuf4s50_1 0.48
[kinds of logic (layout without fill, tap and decap cells)]
group / Yosys count / after routing / synth area share
compound gates: 235 / 235 / 0.224
other cells: 1 / 1 / 0.000492
mux: 115 / 115 / 0.199
buf+inv: 113 / 187 / 0.0734
flops: 128 / 128 / 0.336
simple gates: 269 / 269 / 0.167
[registers in the layout, indices dropped and copies added (netlist names)]
| register | cells |
|---|---|
| RegisterFile.R6.dff_16b.state | 16 |
| RegisterFile.R5.dff_16b.state | 16 |
| RegisterFile.R7.dff_16b.state | 16 |
| RegisterFile.R4.dff_16b.state | 16 |
| RegisterFile.R1.dff_16b.state | 16 |
| RegisterFile.R2.dff_16b.state | 16 |
| RegisterFile.R3.dff_16b.state | 16 |
| RegisterFile.R0.dff_16b.state | 16 |
[synth_stat cells, drive strengths merged, types with 5 or more instances]
| library cell | count | area (sq um) |
|---|---|---|
| dfxtp | 128 | 2560 |
| nor2 | 103 | 387 |
| a211oi | 73 | 588 |
| nand2 | 63 | 236 |
| buf | 53 | 334 |
| mux2 | 52 | 586 |
| o21ai | 47 | 239 |
| clkbuf | 39 | 146 |
| mux2i | 39 | 390 |
| o22ai | 37 | 231 |
| nor3 | 26 | 145 |
| mux4 | 24 | 541 |
| nand3 | 23 | 115 |
| a21oi | 20 | 100 |
| inv | 20 | 75.1 |
| nor2b | 12 | 75.1 |
| or3 | 9 | 56.3 |
| a31oi | 8 | 56.3 |
| o221ai | 8 | 70.1 |
| nand2b | 7 | 43.8 |
| a22oi | 6 | 45.0 |
| nand3b | 6 | 45.0 |
| a221oi | 5 | 68.8 |
[cell type report]
type / count / share of cell area
clock buffers: 19 / 0.0477
clock inverters: 12 / 0.0174
inverters: 21 / 0.00850
multi-input cells: 620 / 0.487
flip-flops and latches: 128 / 0.276
well taps: 184 / 0.0248
repair buffers: 135 / 0.138
[metrics by stage]
step                cells  hold WS, ns  worst slack [ns]  total power (uW)
detailed placement   1088        0.469             0.401              1740
finish               1119        0.472             0.360              3130
CTS                  1119        0.478             0.384              3140
global placement     1088        0.463             0.417              1740
global route         1119        0.507             0.258              3250
floorplan             861        0.441              1.38              1520
[layer usage]
| layer | vias up | GRT usage | routed length, um |
|---|---|---|---|
| met5 | - | 0 | 0 |
| met4 | 0 | 0.0560 | 412 |
| met3 | 32 | 0.134 | 3010 |
| met2 | 391 | 0.477 | 10400 |
| met1 | 3286 | 0.500 | 10700 |
| li1 | 3332 | - | - |
[worst max-delay path by stage]
| stage | start | endpoint |
|---|---|---|
| 4_1_cts | instr[8] | read_data1[5] |
| 6_report | instr[8] | read_data1[5] |
| 5_1_grt | instr[8] | read_data1[7] |
No activity file was given, so power comes from the tool's default toggle rates.
